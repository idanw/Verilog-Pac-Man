[/design/flow/run.sh]
#!/bin/bash
# OpenROAD 26Q1-2900-gdf79404cd8, Yosys 0.63+post, stock flow scripts
make -C /OpenROAD-flow-scripts/flow DESIGN_CONFIG=/design/flow/config.mk WORK_HOME=/design/flow/orfs finish
[/design/flow/config.mk]
export PLATFORM = sky130hd
export DESIGN_NAME = motion_handler
export DESIGN_NICKNAME = motion_handler
export VERILOG_FILES = /design/flow/design.v
export SDC_FILE = /design/flow/constraint.sdc
export NUM_CORES = 4
export LEC_CHECK = 1
export CORE_AREA = 10 10 110 110
export DIE_AREA = 0 0 120 120
[/design/flow/constraint.sdc]
current_design motion_handler

set clk_period 3.8
set clk_io_pct 0.2

create_clock -name clk0 -period $clk_period [get_ports {clk}]

set non_clock_inputs [all_inputs -no_clocks]
set_input_delay [expr $clk_period * $clk_io_pct] -clock clk0 $non_clock_inputs
set_output_delay [expr $clk_period * $clk_io_pct] -clock clk0 [all_outputs]
[/design/flow/design.v]
`timescale 1ns / 1ps
module motion_handler(xpos, ypos, curdir, movdir, validdir, default_pos_x, default_pos_y, clk, rst);
	 input[3:0] movdir, validdir;
	 input clk, rst;
	 output [9:0] xpos;
	 output [8:0] ypos;
	 output [3:0] curdir;
	 input  [9:0] default_pos_x;
	 input  [8:0] default_pos_y;
	 reg [9:0] xpos;
	 reg [8:0] ypos;
	 reg [3:0] nextdir;
	 reg [3:0] curdir;
	 reg [3:0] counter;
	 reg phase;
	 parameter def_pos_x = 10'b00_1001_0000;
	 parameter def_pos_y = 9'b1_0001_0000;
	parameter LEFT =4'b0001;
	parameter RIGHT= 4'b0010;
	parameter UP= 4'b0100;
	parameter DOWN =4'b1000; 
	 always@ (posedge clk) begin
		 if (rst) begin
			xpos <= def_pos_x; 
			ypos <= def_pos_y; 
			nextdir <=0;
			curdir <= 0;
			counter <=0;
			phase <= 0;
		 end else begin
			nextdir <= movdir;
			phase <= ~phase;
			if(phase) begin
				if(curdir == LEFT) 
				begin
					if(xpos == 10'b00_0000_0000) xpos <= 10'b01_0010_0000;
					else xpos <= xpos - 1;
					if (counter < 15)
						begin
							counter <= counter -1;
						end
					else if( counter == 15)
						begin
							counter <= 0;
						end
				end
				else if(curdir == RIGHT)
					begin
						if(xpos == 10'b01_0010_0000) xpos <= 10'b00_0000_0000;
						else xpos <= xpos + 1;
						if (counter<15)
							begin
								counter <= counter +1;
							end
						else if( counter == 15)
							begin
								counter <= 0;
							end
					end
				else if(curdir == UP)
					begin
						if(ypos == 9'b0_0000_0000)  ypos <= 9'b1_0101_1111;
						else ypos <= ypos -1;
						if (counter<15)
							begin
								counter <= counter -1;
							end
						else if( counter == 15)
							begin
								counter <= 0;
							end
					end
				else if(curdir == DOWN)
					begin
						if(ypos == 9'b1_0101_1111) ypos <= 9'b0_0000_0000;
						else ypos <= ypos + 1;
						if (counter<15)
							begin
								counter <= counter +1;
							end
						else if( counter == 15)
							begin
								counter <= 0;
							end
					end
			end else begin
				if(curdir == LEFT && nextdir == RIGHT)
					begin
						curdir <= nextdir;
					end
				else if(curdir == RIGHT && nextdir == LEFT)
					begin
						curdir <= nextdir;
					end
				else if(curdir == UP && nextdir == DOWN)
					begin
						curdir <= nextdir;
					end
				else if(curdir == DOWN && nextdir == UP)
					begin
						curdir <= nextdir;
					end
				else if((ypos[3:0] == 4'b0000) & (xpos[3:0] == 4'b0000))
					begin
						if(((curdir & validdir) == 4'b0000) & (curdir != 4'b0000))
							begin
								curdir <= 4'b0000;
							end
						else if((nextdir & validdir) != 4'b0000)
							begin
								curdir <= nextdir;
							end
						else if(nextdir == 4'b0000)
							begin
								curdir <= 4'b0000;
							end
					end
			end
		end
	 end
endmodule
==> qor_table.md <==
| Result | Reported | Unit |
|---|---|---|
| Result of the run | finished, final reports clean | - |
| Sinks on the clock net | 28 | - |
| Leakage Power | 0.795 | nW |
| Die footprint | 14400 | sq um |
| Root buffer selected by CTS | sky130_fd_sc_hd__clkbuf_8 | - |
| Peak ir drop on the vdd network | 0.112 | mV |
| Cell variety after synth | 63 | - |
| Clock Pin Slew Worst Setup and Hold Paths | 0.09 | ns |
| Worst clock skew | 0.00130 | ns |
| Largest net degree at the start of global routing | 23 | - |
| Max clock buf depth | 2 | - |
| Antenna viol nets, final | 0 | - |
| Crit Reg-Reg Startpoint | xpos[1]$_SDFFE_PP0P_ | - |
| Wire length of the first global-routing pass | 9480 | um |
| Clock share of power | 0.280 | - |
| Crit path kind | reg2reg | - |
| Antenna diode count | 0 | - |
| Type of the tightest min-delay check | reg2reg | - |
| Placeable Area | 9770 | sq um |
| Sw Share | 0.274 | - |
| Longest individual stage delay on the worst path | 0.75 | ns |
| Via density per instance | 5.03 | - |
| HPWL Detailed | 4070 | um |
| Unrepaired setup endpoints after global routing | false | - |
| Ratio of total power to cell area | 227 | nW/um^2 |
| Wire length reported by the detailed router | 5670 | um |
| Hold Fails Final Rpt | 0 | - |
| Fraction of layout instances using a drive strength above 1 | 0.0519 | - |
| TritonRoute pass-1 iters | 5 | - |
| Cell-by-cell listing of the critical path | inv_1 -> ha_1 -> or4b_4 -> o41ai_2 -> nor4_1 -> a2111oi_1 -> nand2_1 | - |
| Reported max-cap violation count | 0 | - |
| Floorplan Utilization | 0.214 | - |
| Logic gate share of total power | 0.172 | - |
| Number of warnings the tools reported | 47 | - |
| Count of flip-flops with a built-in enable after synthesis | 0 | - |
| Number of antenna violations at the first check in global routing | 0 | - |
| Number of fill cells | 1073 | - |
| Clock tree from TritonCTS | done | - |
| Area growth from synthesis to final layout | 22.4 | % |
| Hold buffers post-CTS | 0 | - |
| Number of buffers inserted to repair setup after CTS | 0 | - |
| DRC viols | 0 | - |
| Cell count in the Yosys report | 272 | - |
| Die Span X | 120 | um |
| Worst rel slew slack | 0.484 | - |
| Syn avg cell area | 7.69 | sq um |
| Maximum fanout along the worst path | 8 | - |
| Hold Crit Depth | 1 | - |
| Synth Flop Type | sky130_fd_sc_hd__dfxtp_1 | - |
| Syn Std Cell Area | 2090 | sq um |
| Fmax | 0.367 | GHz |
| Setup violation total in the final timing report | 0 | - |
| Violation count after the first detailed-route iteration | 226 | - |
| Via Count | 2123 | - |
| Net switching component of the power | 0.000159 | W |
| Rows | 36 | - |
| H-tree depth | 1 | - |
| Fin Setup TNS | 0 | ns |
| Mapped Cells | 272 | - |
| Final period util | 0.717 | - |
| Final critical-path required period | 2.72 | ns |
| Internal Pwr Total | 0.000423 | W |
| Data arrival time of the critical path | 2.88 | ns |
| Source-to-sink clock delay at the later pin of the worst-skew pair | 0.27 | ns |
| Portion of the post-synthesis area used by sequential elements | 0.268 | - |
| Register share of total power | 0.549 | - |
| I/O pins | 52 | - |
| Nature of the critical path endpoint | flip-flop | - |
| Overall power after layout | 0.000582 | W |
| Slew at the pin closest to its max-slew limit | 0.766 | ns |
| Chip height | 120 | um |
| DR WL/cell | 13.4 | um |
| WHS | 0.517 | ns |
| Number of cell instances on the worst register-to-register path | 7 | - |
| Crit-path slowest cell | sky130_fd_sc_hd__o41ai_2 | - |
| Critical Path RT | 3.96 | ns |
| Hold Path End | phase$_SDFF_PP0_ | - |
| Final weighted congestion in routability-driven placement | 0.911 | - |
| GR Overflow Total | 0 | - |
| Startpoint Class | flip-flop | - |
| Placed inst area | 2520 | sq um |
| Fraction of synthesis flops using an asynchronous set or reset pin | 0 | - |
| Number of cells upsized or downsized after cts | 0 | - |
| GRT Resource Usage Total | 0.0762 | - |
| Chip area line of the yosys report | 2090 | sq um |
| Setup slack on the worst flop-to-flop path | 1.08 | ns |
| Total of buffers placed on input and output ports | 32 | - |
| Slew Limit Fails | 0 | - |
| Number of global-route vias before repair | 1870 | - |
| Total number of yosys warnings | 1 | - |
| Hold path startpoint | phase$_SDFF_PP0_ | - |
| CTS Buf Count | 3 | - |
| Number of storage elements in the synthesis netlist | 28 | - |
| Post-Layout Inst Area | 2560 | sq um |
| Reg2reg end | xpos[4]$_SDFFE_PP1P_ | - |
==> power groups by stage <==
stage	combinational, W	clock (W)	sequential, W
4_1_cts	0.000100	0.000172	0.000319
5_1_grt	0.000110	0.000179	0.000322
6_report	0.0000998	0.000163	0.000319
==> metal layers <==
metal / wire length [um] / global-route usage / share of wire / vias up
li1: - / - / - / 1072
met1: 2610 / 0.109 / 0.46 / 1005
met2: 2700 / 0.120 / 0.48 / 44
met3: 347 / 0.0195 / 0.061 / 2
met4: 15 / 0.00226 / 0.0026 / 0
met5: 0 / 0 / 0 / -
==> Yosys cell counts (5+ instances only) <==
| master | instances | area [sq um] |
|---|---|---|
| sky130_fd_sc_hd__nor2_1 | 21 | 78.8 |
| sky130_fd_sc_hd__inv_1 | 6 | 22.5 |
| sky130_fd_sc_hd__a21oi_1 | 20 | 100 |
| sky130_fd_sc_hd__nand2b_1 | 7 | 43.8 |
| sky130_fd_sc_hd__nor3_1 | 9 | 45.0 |
| sky130_fd_sc_hd__clkbuf_1 | 18 | 67.6 |
| sky130_fd_sc_hd__nand2_1 | 17 | 63.8 |
| sky130_fd_sc_hd__o21ai_0 | 15 | 75.1 |
| sky130_fd_sc_hd__or4_1 | 6 | 45.0 |
| sky130_fd_sc_hd__a211oi_1 | 6 | 45.0 |
| sky130_fd_sc_hd__nand3_1 | 10 | 50.1 |
| sky130_fd_sc_hd__nor4_1 | 9 | 56.3 |
| sky130_fd_sc_hd__nor2b_1 | 11 | 68.8 |
| sky130_fd_sc_hd__dfxtp_1 | 28 | 561 |
| sky130_fd_sc_hd__ha_1 | 5 | 62.6 |
==> metrics by stage <==
step                setup slack (ns)  std cells  utilization
CTS                             1.10        422        0.262
floorplan                       1.49        272            -
global placement                1.07        419        0.258
detailed placement              1.13        419        0.258
finish                          1.08        422        0.262
global route                   0.829        422        0.262
==> cell type report <==
cell class	count	area (sq um)	share of cell area
Tap cell	133	166	0.0650
Timing Repair Buffer	35	343	0.134
Clock buffer	3	41.3	0.0161
Sequential cell	28	561	0.219
Inverter	6	22.5	0.00879
Multi-Input combinational cell	217	1430	0.557
==> sequential cells by signal (all words and copies together) (netlist names) <==
signal / flops
ypos: 9
xpos: 10
curdir: 4
phase: 1
nextdir: 4
==> cell usage in the layout (no fill, tap or decap), types with 3 or more instances in the layout <==
| cell | instances |
|---|---|
| sky130_fd_sc_hd__o21ai_1 | 3 |
| sky130_fd_sc_hd__nand2b_1 | 7 |
| sky130_fd_sc_hd__nand2_1 | 17 |
| sky130_fd_sc_hd__nand4_1 | 4 |
| sky130_fd_sc_hd__inv_1 | 6 |
| sky130_fd_sc_hd__nor3b_1 | 3 |
| sky130_fd_sc_hd__or4_1 | 6 |
| sky130_fd_sc_hd__clkbuf_8 | 3 |
| sky130_fd_sc_hd__and3_1 | 4 |
| sky130_fd_sc_hd__xnor2_1 | 3 |
| sky130_fd_sc_hd__nor2_1 | 21 |
| sky130_fd_sc_hd__clkdlybuf4s50_1 | 32 |
| sky130_fd_sc_hd__nor3_1 | 9 |
| sky130_fd_sc_hd__ha_1 | 5 |
| sky130_fd_sc_hd__dfxtp_1 | 28 |
| sky130_fd_sc_hd__a31oi_1 | 3 |
| sky130_fd_sc_hd__nor2b_1 | 11 |
| sky130_fd_sc_hd__mux2i_1 | 4 |
| sky130_fd_sc_hd__a21oi_1 | 20 |
| sky130_fd_sc_hd__nor4_1 | 9 |
| sky130_fd_sc_hd__a211oi_1 | 6 |
| sky130_fd_sc_hd__buf_4 | 3 |
| sky130_fd_sc_hd__nand3_1 | 10 |
| sky130_fd_sc_hd__o31ai_1 | 4 |
| sky130_fd_sc_hd__a22oi_1 | 3 |
| sky130_fd_sc_hd__xor2_1 | 3 |
| sky130_fd_sc_hd__o21ai_0 | 15 |
==> worst max-delay path by stage <==
stage,start,to,slack [ns],cells after the start
after global routing,xpos[1]$_SDFFE_PP0P_,xpos[4]$_SDFFE_PP1P_,0.83,7
after CTS,xpos[1]$_SDFFE_PP0P_,xpos[4]$_SDFFE_PP1P_,1.10,7
final,xpos[1]$_SDFFE_PP0P_,xpos[4]$_SDFFE_PP1P_,1.08,7
==> worst max-delay path, delay by kind of cell (launching register included) <==
family | cells | cell delay (ns)
and+or+nand+nor | 3 | 0.73
buffers and inverters | 1 | 0.14
DFF | 1 | 0.39
adders and majority gates | 1 | 0.21
AOI/OAI and AO/OA | 2 | 1.15
==> kinds of logic after synthesis <==
| group | count (synthesis) | share of synthesized area |
|---|---|---|
| simple gates | 117 | 0.321 |
| compound gates | 83 | 0.277 |
| flops | 28 | 0.268 |
| buf+inv | 27 | 0.0496 |
| xor+xnor | 6 | 0.0251 |
| mux | 6 | 0.0299 |
| fa+ha+maj | 5 | 0.0299 |
Power figures rest on the tool's default switching activity, not on a simulated workload.
