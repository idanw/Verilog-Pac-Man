==> ./design.v <==
`timescale 1ns / 1ps
module keyboard_buffer(key_out, ps2d, ps2c, clk_50mhz, reset);
	input ps2d, ps2c, clk_50mhz, reset;
	output [7:0] key_out;
	wire ps2d, ps2c, clk_50mhz;
	reg [7:0] key_out;
	reg [7:0] last_key;
	wire [7:0] key_code;
	ps2key ps2(clk_50mhz, ps2d, ps2c, key_code);
	reg key_down;
	always @(posedge clk_50mhz) begin
		if(reset) begin
			key_out <= 8'h00;
			key_down <= 0;
			last_key <= key_code;
		end else begin
			if((key_out == last_key) || ((last_key == key_code) && key_down)) begin
				key_out <= 8'h00;
				key_down <= 1;
				last_key <= key_code;
			end else begin
				if(key_code == 8'hE0) begin
					last_key <= key_code;
					key_down <= key_down;
					key_out <= 8'h00;
				end else begin
					if(key_code == 8'hF0) begin
						key_down <= 1;
						key_out <= 8'h00;
						last_key <= key_code;
					end else begin
						if(key_down) begin  
							key_down <= 0;
							key_out <= 8'h00;
							last_key <= key_code;
						end else begin
							key_out <= key_code;
							last_key <= key_code;
							key_down <= 1;
						end
					end
				end
			end
		end
	end
endmodule
`timescale 1ns / 1ps
module ps2key(
clk50,                         
kin,                           
kclk,                          
code                           
);
input kin, kclk, clk50;
output [7:0] code;
reg [7:0] code;
reg [3:0] i;                  
reg [10:0] ksr;               
reg [11:0] cnt;               
reg reset;                    
initial begin                 
 ksr = 0;                     
 i = 0;
 code = 0;
 cnt = 0;
 end 
always @ (posedge clk50) begin  
  if (cnt > 3000)  begin      
    reset <= 0;               
    cnt <= 0;                 
    end                       
  else if (kclk == 1) begin   
    reset <= 1;               
    cnt <= cnt + 1;           
    end
  else begin
    reset <= 1;
    cnt <= 0;
    end
  end
always @ (negedge kclk or negedge reset) begin
  if (reset == 0) begin       
    ksr <= ksr;               
    i <= 0;                   
    code <= code;             
    end                       
  else if (i < 10) begin      
    ksr[i] <= kin;            
    i <= i + 1;               
    code <= code;             
    end                       
  else begin                  
    i <= 0;                   
    ksr[i] <= kin;            
    code <= ksr[8:1];
    end
  end
endmodule
==> ./run.sh <==
#!/bin/bash
# OpenROAD 26Q1-2900-gdf79404cd8, Yosys 0.63+post, stock flow scripts
make -C /OpenROAD-flow-scripts/flow DESIGN_CONFIG=/design/flow/config.mk WORK_HOME=/design/flow/orfs finish
==> ./config.mk <==
export PLATFORM = sky130hd
export DESIGN_NAME = keyboard_buffer
export DESIGN_NICKNAME = keyboard_buffer
export VERILOG_FILES = /design/flow/design.v
export SDC_FILE = /design/flow/constraint.sdc
export NUM_CORES = 4
export LEC_CHECK = 1
export CORE_UTILIZATION = 30
==> ./constraint.sdc <==
current_design keyboard_buffer

set clk_period 1.0
set clk_io_pct 0.2

create_clock -name clk0 -period $clk_period [get_ports {clk_50mhz}]
create_clock -name clk1 -period $clk_period [get_ports {ps2c}]

set non_clock_inputs [all_inputs -no_clocks]
set_input_delay [expr $clk_period * $clk_io_pct] -clock clk0 $non_clock_inputs
set_output_delay [expr $clk_period * $clk_io_pct] -clock clk0 [all_outputs]
==> changes_impl.md <==
### Metrics

- Run status: finished, violations left
- Failing checks: setup timing
- Path category of the worst min-delay check: clk -> reg
- Overall Global Routing Usage: 13.26%
- Hold WS: 0.1108 ns
- Number of cells produced by synthesis: 187
- Vias in the first global route: 1814
- Non-filler instance count after layout: 387
- DIE WIDTH: 86.38 um
- Detailed-placement wirelength estimate: 2797 um
- Critical path startpoint category: flip-flop
- Data required time of the critical path: 1.20 ns
- Synthesized area per cell: 11.42 um^2
- Final core utilization: 53.44%
- Aoi share: 8.026%
- Flip-flops with a built-in enable: 16
- Max Slew Vio Count: 0
- Remaining Overflow, GRT: 0
- Standard-cell row count: 30
- Part of the power in combinational logic: 0.4%
- Maximum VDD drop: 0.7855 mV
- Dominant synthesized flop cell: dfxtp_1
- Post-synthesis register bit count: 50
- Transition time at the pin with the least slew margin: 0.3336 ns
- MaxCap Viol Count: 0
- Combined area of all synthesized cells: 2136 um^2
- Final Routed Wirelength: 4870 um
- Last weighted congestion value of the routability-driven placer: 0.8693
- XOR Share, Synth: 10.66%
- Dominant kind of combinational cell: simple AND/OR/NAND/NOR gates
- Initial detailed-routing violation count: 45
- Antenna violation net count after detailed routing: 0
- Setup WS post-layout: -1.085 ns
- Area growth from synthesis to layout: 70.94%
- Register-to-register path setup slack: -1.09 ns
- End of the worst register-to-register path: key_down$_SDFFE_PP0P_
- Core ar.: 6832 um^2
- Clk slew on worst S/H paths: 0.06 ns
- Overall power of the completed layout: 0.004784 W
- Largest net degree at the start of global routing: 13
- Global-route wire length before repair: 7500 um
- Vias after detailed routing: 1753
- Startpoint of the worst-slack reg-to-reg timing path: ps2.code[3]$_DFFE_NP_
- Hold Vio Cnt, Final: 0
- Number of hold buffers added after CTS: 0
- Power share of the clock group: 54.8%
- Arrival time at the worst endpoint: 2.28 ns
- Yosys simple share: 17.81%
- Sequential area share after synthesis: 55.30%
- Reg2reg path depth: 5
- Cell-internal power: 0.003495 W
- Share of cells above drive strength 1: 57.73%
- Crit Path Class: reg -> reg
- Power per cell area: 1310 nW/um^2
- Placed Cells: 343
- Count of inserted antenna diode cells: 0
- Chip area estimate from yosys synthesis: 2136 um^2
- Number of different library cells in the post-synthesis netlist: 44
- Share of total power consumed by net switching: 26.95%
- Number of setup violations in the final report: 69
- First-pass iteration count of the detailed router: 4
- Mux cell area share after synthesis: 1.757%
- Static power due to leakage: 1.688 nW
- Launch instance of the worst min-delay path: ps2c
- Total of buffers placed on input and output ports: 10
- Number of antenna violations at the first check in global routing: 0
- DIE HEIGHT: 86.38 um
- Fraction of the core area occupied by cells at floorplan: 31.26%
- FA/HA/MAJ Cells, Area Fraction: 4.101%
- Worst-path maximum fanout: 3
- DIE AREA: 7461 um^2
- Layout Skew: 0.06629 ns
- Endpoint kind of the worst setup timing path: flip-flop
- Clock tree from TritonCTS: built
- Count of tool warnings: 35
- Routed length per placed instance: 12.58 um
- Number of cells on the worst hold path: 3
- Number of vias per cell: 4.530
- Detailed-route DRC error count: 0
- Reg power frac: 44.8%
- Switch Pwr: 0.001289 W
- Ports placed on the boundary: 12
- Max transition margin: 77.55%
- Worst Hold End: ps2.cnt[1]$_SDFF_PP0_
- Warnings from Yosys: 2
- Cell total in the yosys stat output: 187
- Async set-reset flop share out of synthesis: 8.000%
- RSZ-0062 raised after global routing: true
critical path, cell delays in order, from the launching register on:
cell and delay [ns]:
edfxtp_1 0.37, buf_4 0.15, xor2_1 0.14, nor4_1 0.36, nand4_1 0.15, a31oi_1 0.17
cells by family after synthesis:
logic type	after synthesis
AND/OR/NAND/NOR	70
flip-flops	50
XOR/XNOR	26
AND-OR/OR-AND	21
buffers and inverters	10
adder cells (fa/ha/maj)	7
multiplexers	3
routing by layer:
layer	wire length (um)	GRT usage, %
met1	2339	18.05
met2	2230	19.12
met3	229	5.217
met4	71	6.212
met5	0	0
stage by stage:
stage / instance area (um^2) / TNS (ns) / setup WS [ns]
global route: 3651 / -25.52 / -1.185
floorplan: 2238 / -20.43 / -1.117
CTS: 3392 / -22.51 / -1.058
global placement: 2829 / -24.73 / -0.9123
finish: 3651 / -23.07 / -1.085
detailed placement: 2829 / -24.67 / -0.9586
placed cells by master, fill, tap and decap left out, types with 3 or more instances in the layout:
cell type / netlist / layout
nand2_4: 0 / 4
buf_4: 1 / 37
nand2_1: 15 / 9
dfxtp_2: 0 / 16
ha_4: 0 / 4
nor2_1: 15 / 7
buf_6: 1 / 30
xnor2_2: 0 / 4
o2bb2ai_2: 0 / 5
dfrtn_1: 4 / 4
dfxtp_1: 30 / 12
edfxtp_1: 16 / 16
clkdlybuf4s15_1: 0 / 4
and3b_1: 4 / 4
nor4_2: 0 / 3
clkbuf_8: 0 / 12
xor2_1: 20 / 19
inv_1: 7 / 18
nor3_1: 5 / 3
nor2_4: 0 / 3
nor2_2: 0 / 5
inv_2: 0 / 3
ha_1: 7 / 3
worst max-delay path by stage:
stage | startpoint | to | slack, ns | cells after the start
CTS | ps2.code[3]$_DFFE_NP_ | key_down$_SDFFE_PP0P_ | -1.06 | 4
global route | ps2.code[3]$_DFFE_NP_ | key_down$_SDFFE_PP0P_ | -1.18 | 5
finish | ps2.code[3]$_DFFE_NP_ | key_down$_SDFFE_PP0P_ | -1.09 | 5
final cells by class:
class,instances,area (um^2)
Clock inverter,18,71.32
Inverter,6,27.53
Multi-Input combinational cell,128,1319
Tap cell,96,120.1
Sequential cell,50,1209
Timing Repair Buffer,76,735.7
Clock buffer,13,168.9
Fill cell,570,3181
cell usage after synthesis (all sizes together) (5+ instances only):
cell type / instances / share of area, %
nand3: 5 / 1.2
nand2: 15 / 2.6
o2bb2ai: 6 / 2.5
ha: 7 / 4.1
nor2: 15 / 2.6
edfxtp: 16 / 22
inv: 7 / 1.2
nor3: 6 / 1.6
xor2: 20 / 8.2
dfxtp: 30 / 28
xnor2: 6 / 2.5
registers in the layout (all words and copies together), names as in the netlist:
name       flops
key_out        8
ps2.ksr        8
ps2.reset      1
ps2.code       8
last_key       8
key_down       1
ps2.i          4
ps2.cnt       12
power groups by stage:
| stage | sequential [W] | clock (W) | combinational [W] |
|---|---|---|---|
| 4_1_cts | 0.00215 | 0.00256 | 0.0000196 |
| 6_report | 0.00214 | 0.00262 | 0.0000209 |
| 5_1_grt | 0.00214 | 0.00293 | 0.0000220 |
repair_timing:
| action | in CTS | in global routing |
|---|---|---|
| gates cloned | 1 | 1 |
| setup buffers | 12 | 8 |
| hold endpoints to repair | 0 | 0 |
| pin swaps | 24 | 17 |
| setup endpoints to repair | 77 | 74 |
| resized | 83 | 48 |
Power figures rest on the tool's default switching activity, not on a simulated workload.
