===== /design/flow/design.v =====
`timescale 1ns / 1ps
module score_bcd_converter(s1,s2,s3,s4,s5,s6, scorein1, scorein2, clk,reset);
	input [19:0] scorein1, scorein2;
	input clk, reset;
	output [3:0] s1,s2,s3,s4,s5,s6;
	reg [3:0] s2,s3,s4,s5,s6,s1;
	reg [20:0] s_total, s_current;
	wire [4:0] s_difference;
	assign s_difference = s_total - s_current;
	always @ (posedge clk)
	begin		
		if(reset == 1)
		begin
			s_current <=0;
			s_total <= 0;
			s1 <= 0;
			s2 <= 0;
			s3 <= 0;
			s4 <= 0;
			s5 <= 0;
			s6 <= 0;
		end
		else begin
			s_total <= scorein1 + scorein2;
			if( s1 > 9)
			begin
				s2 <= s2 + 1;
				s1 <= s1 - 10;
			end
			else if ( s2 > 9)
			begin
				s3 <= s3 +1;
				s2 <= s2 - 10;
			end
			else if( s3 >9)
			begin
				s4 <= s4 +1;
				s3 <= s3-10;
			end
			else if( s4 >9)
			begin
				s5 <= s5 +1;
				s4 <= s4-10;
			end
			else if( s5 >9)
			begin
				s6 <= s6 +1;
				s5 <= s4-10;
			end
			else if( s6 >9)
			begin
				s1 <=0;
				s2 <=0;
				s3 <=0;
				s4 <=0;
				s5 <=0;
				s6 <=0;
			end
			else if(s_difference != 5'b0_0000)
			begin
				s1 <= s1 + s_difference[3:0];
				s_current <= s_total;
			end
		end
	end
endmodule

===== /design/flow/run.sh =====
#!/bin/bash
# OpenROAD 26Q1-2900-gdf79404cd8, Yosys 0.63+post, stock flow scripts
make -C /OpenROAD-flow-scripts/flow DESIGN_CONFIG=/design/flow/config.mk WORK_HOME=/design/flow/orfs finish

===== /design/flow/config.mk =====
export PLATFORM = sky130hd
export DESIGN_NAME = score_bcd_converter
export DESIGN_NICKNAME = score_bcd_converter
export VERILOG_FILES = /design/flow/design.v
export SDC_FILE = /design/flow/constraint.sdc
export NUM_CORES = 4
export LEC_CHECK = 1
export CORE_UTILIZATION = 40

===== /design/flow/constraint.sdc =====
current_design score_bcd_converter

set clk_period 5.7
set clk_io_pct 0.2

create_clock -name clk0 -period $clk_period [get_ports {clk}]

set non_clock_inputs [all_inputs -no_clocks]
set_input_delay [expr $clk_period * $clk_io_pct] -clock clk0 $non_clock_inputs
set_output_delay [expr $clk_period * $clk_io_pct] -clock clk0 [all_outputs]

==> reports/qor.yml <==
detailed_routing:
  n_antenna_cell: 0
  drt-initial-drc-count: 129
  antenna_left: 0
  wl_per_cell_um: 12.4
  vias_per_cell: 5.13
  drt_wl_total_mm: 4.82
  first_pass_iters: 4
  via_count: 2002
  drc_errors: 0
synth:
  yosys_warnings: 1
  top_cell_area_share: 0.282
  yosys.area_share.adder: 0.196
  yosysUniqueCellTypes: 50
  synthCells: 278
  netlist_area_um2: 2410
  ys_chip_area_um2: 2410
  postSynthSeqShare: 0.282
  synth.area.top_cells: "dfxtp_1 28%, ha_1 17%, nor2_1 5.1%"
  top_area_cell: "dfxtp_1"
  synth-xor-area-share: 0.0617
  numSynthFlops: 34
  synthArstFlopShare: 0
  ys_sh_simple: 0.154
  mux_share: 0.0207
  ys_cells: 278
  flop_cell: "dfxtp_1"
  edf_count: 0
  synth.cellmix.compoundShare: 0.226
  logic_family: "AND-OR/OR-AND gates"
  synth_area_per_cell_um2: 8.68
clock_tree:
  cts_tree: "done"
  clk_pin_slew_ns: 0.07
  clk_path_buf_depth: 2
  cts_buffers: 5
  cts_sinks: 34
  post-cts-setup-buffer-count: 0
  cts_root_buf: "clkbuf_8"
  clock.latency.late_pin_ns: 0.29
  htree_levels: 2
  cts_resized: 0
  holdBufCountCts: 0
worst_setup_path:
  critPathMaxFanout: 2
  path_class: "in2reg"
  cp-start-kind: "input port"
  arrival_ns: 2.68
  end_kind: "register"
  required_ns: 5.87
run:
  drv_cap: 0
  warnings: 68
timing:
  fin_crit_sh: 0.442
  setup_viol: 0
  final.setup.tns_ns: 0
  hold_violations: 0
  clock_skew_ns: 0.00857
  maxSlewViolCount: 0
  post-route-min-period_ns: 2.52
  rsz0062_at_grt: "false"
  worstMarginPinSlew_ns: 0.840
  max_freq_mhz: 397
  relSlewSlack: 0.431
final_layout:
  syn_to_final_growth_pct: 22.9
  final_core_util: 0.522
  layout-drive-gt1-share: 0.0692
  fin_area_um2: 2970
global_routing:
  grt_usage: 0.167
  grt-ovfl-total: 0
  grt_pass1_vias: 1782
  antenna_found_initial: 0
  grt_pass1_wl_mm: 8.37
  grt_start_max_net_pins: 33
worst_hold_path:
  hold_path.class: "reg2reg"
die:
  die-area_um2: 6350
  core-area_um2: 5680
  die_y_um: 79.7
  dieWidth_um: 79.7
  ios: 66
  fp_util: 0.425
  rows: 27
run_status:
  outcome: "finished, final reports clean"
placement:
  portBuffers: 35
  placed_area_um2: 2850
  post-dp-hpwl_mm: 3.51
  place_congestion: 0.827
power:
  power.density_nw_per_um2: 275
  irDropWorstVdd_v: 0.000182
  p_leak_nw: 1.20
-- stage by stage --
step | cells | setup slack (ns) | total power, mW | hold WS, ns
2_1_floorplan | 278 | 3.37 | 0.520 | 0.460
3_3_place_gp | 382 | 2.88 | 0.593 | 0.474
3_5_place_dp | 382 | 2.87 | 0.596 | 0.481
4_1_cts | 390 | 3.18 | 0.826 | 0.501
5_1_grt | 390 | 2.98 | 0.881 | 0.529
6_report | 390 | 3.18 | 0.815 | 0.498
-- registers in the layout, summed over array words and instances (netlist names) --
| name | cells |
|---|---|
| s_current | 5 |
| s5 | 4 |
| s3 | 4 |
| s1 | 4 |
| s6 | 4 |
| s4 | 4 |
| s_total | 5 |
| s2 | 4 |
-- cell families (layout without fill, tap and decap cells) --
family                   Yosys count  count (layout)
multiplexers                       5               5
adder cells (fa/ha/maj)           36              36
flip-flops                        34              34
AND/OR/NAND/NOR                   75              75
buffers and inverters             38              78
XOR/XNOR                          17              17
AND-OR/OR-AND                     73              73
-- synthesized netlist by cell type, types with 2 or more instances --
cell type,count
a21o_1,5
o21ai_0,8
xor2_1,8
and2_1,4
a211oi_2,2
nand4_1,3
clkbuf_1,4
nand3_1,6
nand2b_1,2
nor2b_1,3
o32ai_1,2
xnor2_1,9
dfxtp_1,34
inv_1,32
a21oi_1,16
mux2i_1,5
a31oi_1,5
a221oi_1,2
nor3_1,4
o21a_1,5
ha_1,33
o21ai_2,2
fa_1,3
nand2_1,14
a311oi_1,4
nor2_1,33
a211oi_1,7
-- worst max-delay path, stage by stage --
cell and delay, ns:
clkdlybuf4s50_1 0.46, ha_1 0.19, inv_1 0.06, fa_1 0.39, inv_1 0.07, a21o_1 0.10
a21oi_1 0.07, xnor2_1 0.15, nor2_1 0.05
-- worst paths after layout --
path,startpoint,endpoint,slack (ns),cells after the start
hold / removal,s_current[3],s_current[3],0.50,2
setup / recovery,scorein1[0],s_total[4],3.18,9
hold reg to reg,s_current[3],s_current[3],0.50,2
setup reg to reg,s_total[0],s1[3],3.21,11
-- final cells by class --
| class | count | area (µm²) |
|---|---|---|
| clock buffer | 5 | 68.8 |
| clock inverter | 3 | 45.0 |
| fill | 547 | 2710 |
| inverter | 32 | 120 |
| multi-input combinational | 206 | 1590 |
| sequential | 34 | 681 |
| tap | 72 | 90.1 |
| timing repair buffer | 38 | 373 |
-- per-layer routing --
| metal | part of all wire | GRT usage | vias up |
|---|---|---|---|
| li1 | - | - | 1052 |
| met1 | 0.52 | 0.274 | 894 |
| met2 | 0.42 | 0.246 | 54 |
| met3 | 0.053 | 0.0209 | 2 |
| met4 | 0.0050 | 0.0164 | 0 |
| met5 | 0 | 0 | - |
-- cell usage in the layout, fill, tap and decap left out, drive strengths merged, types with 5 or more instances in the layout --
| cell type | instances |
|---|---|
| a211oi | 9 |
| a21o | 5 |
| a21oi | 17 |
| a31oi | 5 |
| clkbuf | 5 |
| clkdlybuf4s50 | 35 |
| dfxtp | 34 |
| ha | 33 |
| inv | 32 |
| mux2i | 5 |
| nand2 | 14 |
| nand3 | 6 |
| nor2 | 33 |
| nor3 | 5 |
| o21a | 5 |
| o21ai | 11 |
| xnor2 | 9 |
| xor2 | 8 |
-- report_power, final --
part	total (mW)	internal (mW)	switching, mW
Combinational	0.301	0.154	0.147
Sequential	0.288	0.262	0.0260
Clock	0.227	0.130	0.0965
Total	0.815	0.546	0.269
Power figures rest on the tool's default switching activity, not on a simulated workload.
